File: run.sh
#!/bin/bash
# OpenROAD 26Q1-2900-gdf79404cd8, Yosys 0.63+post, stock flow scripts
make -C /OpenROAD-flow-scripts/flow DESIGN_CONFIG=/design/flow/config.mk WORK_HOME=/design/flow/orfs finish
File: config.mk
export PLATFORM = sky130hd
export DESIGN_NAME = reg_32
export DESIGN_NICKNAME = reg_32
export VERILOG_FILES = /design/flow/design.v
export SDC_FILE = /design/flow/constraint.sdc
export NUM_CORES = 4
export LEC_CHECK = 1
export CORE_UTILIZATION = 50
File: constraint.sdc
current_design reg_32

set clk_period 3.0
set clk_io_pct 0.2

create_clock -name clk0 -period $clk_period [get_ports {clk}]

set non_clock_inputs [all_inputs -no_clocks]
set_input_delay [expr $clk_period * $clk_io_pct] -clock clk0 $non_clock_inputs
set_output_delay [expr $clk_period * $clk_io_pct] -clock clk0 [all_outputs]
File: design.v
`timescale 1ns / 1ps
module reg_32(in, data, write, read, addr, clk);
input write, read, clk;
input [7:0] in;
input [7:0] addr;  
output [7:0] data;
reg [7:0] R[31:0];  
wire [4:0] r_addr;
assign r_addr = addr[4:0];
assign data = (read)? R[r_addr]:8'hzz;	 
always @(posedge clk) begin				 
	if(write)	R[r_addr] <= in; 
end
endmodule
==> flow_summary_export.csv <==
group,metric,value,unit
clocking,clock-root-buffer,"clkbuf_16",
finish,top_regs,"R x256",
worst_setup_path,crit_type,"in -> out",
finish,drive_gt1_share,32.83,%
finish,largest_reg_flops,256,
grt,grt_use_total,25.34,%
routing,via_per_inst,5.651,
clocking,htreeDepth,1,
worst_setup_path,end_kind,"output pin",
synth,most_common_cell,"edfxtp_1",
worst_hold_path,hold_class,"in -> reg",
pwr,finalPower,7238,uW
synth,ff_type,"edfxtp_1",
synth,synthCells,568,
placement,placed_cells,925,
floorplanning,core-area,19590,um^2
timing,relSlewSlack,68.93,%
timing,finalMaxSlewViolations,0,
grt,grt_max_degree,33,
timing,period_minus_slack,3.058,ns
routing,ant_nets,0,
synth,synth-seq-area-share,76.52,%
routing,n_antenna_cell,0,
pwr,ir_drop,0.0005292,V
worst_setup_path,cpMostUsedCell,"buf_4",
synth,synth_cell_types,23,
routing,wire_per_inst,22.59,um
finish,regArea,7687,um^2
synth,edf_count,256,
pwr,power_leakage,0.004610,uW
clocking,cts_sinks,256,
timing,hold_slack,0.8728,ns
timing,setup_viol,2,
synth,ys_area,10050,um^2
routing,routed_wl,22360,um
clocking,cts_made_buffers,25,
synth,synth.largest_area_cell,"edfxtp_1",
synth,ys_ff,256,
routing,vias,5594,
synth,async_flop_share,0,%
worst_setup_path,critPathMaxStageDelay,0.65,ns
timing,fin_crit_sh,101.9,%
floorplanning,fp.dieW,143.7,um
worst_setup_path,crit_buf_inv,4,
placement,gp_congestion,0.8553,
worst_setup_path,crit_fanout,8,
floorplanning,die_area,20660,um^2
synth,area_leaders,"edfxtp_1, mux2i_1, o22ai_1",
run,cap_viol_max_count,0,
run,warnings,31,
worst_setup_path,path_cells,"buf_4 > buf_6 > or4b_4 > o22ai_2 > nor4_2 > buf_4 > nand2_2 > clkdlybuf4s50_1",
finish,largest-register,"R",
timing,timing.fmax,327.0,MHz
grt,overflow,0,
worst_setup_path,critPathLaunchType,"input port",
clocking,holdBufCountCts,0,
floorplanning,die_h,143.7,um
placement,place_ws,-0.6493,ns
grt,grt_first_pass_wirelength,33620,um
routing,drt-initial-drc-count,284,
clocking,clock_path_buffers,3,
clocking,clk_pin_slew,0.06,ns
floorplanning,fp-row-count,51,
timing,worst_pin_slew,0.4647,ns
pwr,powerDensity,553.8,nW/um^2
worst_setup_path,slowest_stage,"or4b_4",
timing,hold_viol_final,0,
finish,fin_area,13070,um^2
worst_setup_path,cp.required,2.40,ns
synth,post-synth-top-area-fraction,76.52,%
synth,ys_cells,568,
routing,firstDrtPassIters,4,
timing,worst_slack,-0.05824,ns
finish,logic_area,2893,um^2
clocking,cts_tree,"built",
finish,syn2layout_area_growth,30.09,%
placement,numPortBuffers,22,
run_status,violations,"negative setup slack",
timing,grt_setup_unrepaired,"true",
finish,fillers,1253,
synth,mappedNetlistArea,10050,um^2
floorplanning,initCoreUtil,51.28,%
floorplanning,io-pin-count,27,
worst_setup_path,crit_family,"buffers and inverters",
synth,ys_warn_count,2,
placement,dpl_cell_area,11290,um^2
synth,top_cells_by_count,"edfxtp_1, mux2i_1, o22ai_1",
grt,antenna_found_initial,0,
placement,dp_hpwl,13660,um
synth,avgSynthCellArea,17.69,um^2
finish,instances_no_fill,990,
routing,drc,0,
worst_setup_path,cp.arrival,2.46,ns
run_status,status,"finished with violations",
grt,grt_pass1_vias,5701,
[power breakdown]
group,leakage (uW),total [uW],internal [uW],switching (uW)
Sequential,0.00231,3990,3980,9.77
Combinational,0.00196,563,269,294
Clock,0.000341,2690,1530,1150
Total,0.00461,7240,5780,1460
[cells by family (layout without fill, tap and decap cells)]
kind of cell	count (synthesis)	after routing	share of synthesized area, %
flip-flops	256	256	76.52
AND/OR/NAND/NOR	85	85	4.932
multiplexers	128	128	12.75
AND-OR/OR-AND	64	64	4.048
buffers and inverters	35	192	1.744
[layout make-up]
| type | instances | share of cell area [%] |
|---|---|---|
| multi-input cells | 277 | 22.13 |
| well taps | 265 | 2.537 |
| repair buffers | 148 | 11.14 |
| clock buffers | 36 | 5.103 |
| flip-flops and latches | 256 | 58.82 |
| clock inverters | 8 | 0.2585 |
[worst paths after layout]
check	start	end	slack, ns	cells past startpoint
worst max-delay path	addr[3]	data[6]	-0.06	8
worst min-delay path	addr[3]	R[17][7]$_DFFE_PP_	0.87	5
[metal layers]
| metal | global-route usage (%) | vias up | routed length (um) |
|---|---|---|---|
| met4 | 7.783 | 0 | 619 |
| met2 | 38.58 | 215 | 11150 |
| met3 | 8.653 | 36 | 1921 |
| met1 | 38.79 | 2756 | 8671 |
| met5 | 0 | - | 0 |
| li1 | - | 2587 | - |
[metrics by stage]
stage	setup TNS (ns)	util (%)
after global placement	-5.002	57.62
after global routing	-0.3185	66.71
after floorplan	0	-
after CTS	-0.2455	65.24
after detailed placement	-4.943	57.62
final	-0.07296	66.71
[timing repair]
item / 4_1_cts / 5_1_grt
pin swaps: 35 / 13
buffers inserted: 10 / 15
resized: 147 / 27
cloned: 5 / 1
endpoints found under the setup margin: 8 / 7
[cells in the final DEF (no fill, tap or decap), types with 4 or more instances in the layout]
master             n
buf_12             9
buf_16             4
buf_4            100
buf_6             10
buf_8              4
clkbuf_1          11
clkbuf_16         26
clkdlybuf4s50_1   12
clkinv_1           5
edfxtp_1         256
mux2i_1          113
mux2i_2           13
nand2_1            5
nand3b_1           4
nand4b_1           4
nor2_1            29
nor3_1             4
nor4_4            11
o22ai_1           29
o22ai_2           13
o22ai_4           22
or4b_4             4
Power figures rest on the tool's default switching activity, not on a simulated workload.
