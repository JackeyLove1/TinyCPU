$ cat /design/flow/run.sh
#!/bin/bash
# OpenROAD 26Q1-2900-gdf79404cd8, Yosys 0.63+post, stock flow scripts
make -C /OpenROAD-flow-scripts/flow DESIGN_CONFIG=/design/flow/config.mk WORK_HOME=/design/flow/orfs finish
$ cat /design/flow/config.mk
export PLATFORM = sky130hd
export DESIGN_NAME = rom
export DESIGN_NICKNAME = rom
export VERILOG_FILES = /design/flow/design.v
export SDC_FILE = /design/flow/constraint.sdc
export NUM_CORES = 4
export LEC_CHECK = 1
export CORE_AREA = 10 10 70 70
export DIE_AREA = 0 0 80 80
$ cat /design/flow/constraint.sdc
current_design rom

set clk_period 1.5
set clk_io_pct 0.2

create_clock -name clk0 -period $clk_period

set non_clock_inputs [all_inputs -no_clocks]
set_input_delay [expr $clk_period * $clk_io_pct] -clock clk0 $non_clock_inputs
set_output_delay [expr $clk_period * $clk_io_pct] -clock clk0 [all_outputs]
$ cat /design/flow/design.v
`timescale 1ns / 1ps
module rom(data, addr, read, ena);
input read, ena;
input [7:0] addr;
output [7:0] data;
reg [7:0] memory[255:0];
initial begin
	memory[0] = 8'b000_00000;	 
	memory[1] = 8'b001_00001;	 
	memory[2] = 8'b010_00001;	 
	memory[3] = 8'b001_00010;	 
	memory[4] = 8'b010_00010;	 
	memory[5] = 8'b001_00011;	 
	memory[6] = 8'b010_00011;	 
	memory[7] = 8'b100_00001;	 
	memory[8] = 8'b101_00010;	 
	memory[9] = 8'b110_00001;	 
	memory[10] = 8'b011_00001;	 
	memory[11] = 8'b000_00001;	 
	memory[12] = 8'b010_00010;	 
	memory[13] = 8'b000_00001;	 
	memory[14] = 8'b100_00011;	 
	memory[15] = 8'b101_00010;	 
	memory[16] = 8'b110_00011;	 
	memory[17] = 8'b011_00011;	 
	memory[18] = 8'b000_00010;	 
	memory[19] = 8'b111_00000;	 
	memory[65] = 8'b001_00101;	 
	memory[66] = 8'b010_11001;	 
	memory[67] = 8'b001_10101;	 
end
assign data = (read&&ena)? memory[addr]:8'hzz;	
endmodule
==> job_summary.md <==
### Metrics collected by this job

| Metric | Value |
|---|---|
| Clk network pwr share | 0% |
| Core area | 3420 µm² |
| Flop pwr share | 0% |
| Area Overhead vs Synth | 133% |
| OpenROAD warnings | 44 |
| Initial DRC Count | 22 |
| Worst VDD drop | 0.0454 mV |
| Cell type with the largest total area | ha_1 |
| Die W | 80 µm |
| Final setup margin | -0.160 ns |
| Final ANT Viol Nets | 0 |
| Initial antenna violation count | 0 |
| Final hold violation count | 0 |
| Die Y-Extent | 80 µm |
| Worst Path Max Fanout | 3 |
| Top cell area share | 25.8% |
| Worst Tran Pin Value | 0.257 ns |
| Seq share, synth | 0% |
| Net switching power | 79.1 µW |
| Min-Delay Path Class | in2out |
| Ant. Diodes | 0 |
| Gr usage total | 3.99% |
| Worst setup startpoint | addr[0] |
| Gate power share | 100.0% |
| Data required, critical path | 1.20 ns |
| Critical Path AT | 1.36 ns |
| Rows | 21 |
| Top cells by area | ha_1 26%, a211oi_1 6.6%, a21oi_1 5.9% |
| Post-route minimum period | 1.66 ns |
| Via count | 449 |
| I/O Pins | 18 |
| Pre-CTS setup slack | -0.931 ns |
| Yosys Instances | 45 |
| Fp_density | 9.93% |
| Internal | 115 µW |
| DRT Pass-1 Iters | 4 |
| Failing checks | negative setup slack |
| GRT overflow | 0 |
| PwrDens | 246 nW/µm² |
| Number of clock buffers in the layout | 0 |
| Outcome | complete, but fails checks |
| Crit. End Element | primary output |
| Flops | 0 |
| Final setup viols | 5 |
| Largest net degree at the start of global routing | 11 |
| Hold_ws | 0.973 ns |
| Vias in the first global route | 462 |
| Non-filler cells in the finished layout | 122 |
| Syn Inst Count | 45 |
| Mapped Area | 339 µm² |
| HPWL after detailed placement | 887 µm |
| Slew margin rel. | 82.9% |
| Slew Viols, Final | 0 |
| Placer Congestion | 0.716 |
| Hold_buf cts | 0 |
| Yosys chip area | 339 µm² |
| DRT Wirelength | 1280 µm |
| Startpoint types | input port |
| Max cap viols | 0 |
| Chip area | 6400 µm² |
| Distinct cell type count of the synthesized netlist | 24 |
| Placed cell count | 111 |
| Post-layout period usage | 111% |
| Layout cell share with drive strength beyond 1 | 65.8% |
| DR WL/cell | 10.5 µm |
| Sw Ratio | 40.7% |
| Static Leak | 0.000338 µW |
| DRC violations left | 0 |
| Flop area | 0 µm² |
| Worst min-delay path startpoint | addr[6] |
| Top cells excl fill/tap | 14 x buf_4, 9 x buf_2, 6 x ha_4, 6 x buf_6 |
| Crit Path Category | in2out |
| Syn Area/Cell | 7.54 µm² |
| Fmax | 0.602 GHz |
| RSZ-0062 raised after global routing | yes |
| Via density | 3.68 |
| IO buf count | 14 |
| Yosys warning total | 2 |
| Commonest Layout Cell | buf_4 |
| First-pass GRT wire length | 2180 µm |
[cells in the mapped netlist]
master	n
nand3b_1	2
mux2_2	1
xor2_1	1
o311ai_0	1
or3_1	2
mux2i_1	1
a32oi_1	1
nand2_1	3
a21o_1	2
nor2b_1	2
clkbuf_1	1
a21oi_1	4
buf_2	2
buf_6	1
a31o_1	1
o21ai_0	1
ha_1	7
nand2b_1	2
o21bai_1	1
nor3b_1	1
a211oi_1	3
a22o_1	1
inv_1	2
and2_1	2
[worst max-delay path, stage by stage]
cell,delay (ns)
buf_8,0.10
buf_6,0.12
ha_4,0.15
or3_4,0.36
a21oi_2,0.16
a211oi_2,0.05
buf_2,0.13
[area by class of cell]
cell class,instances,area [µm²]
Fill cell,357,2630
Timing Repair Buffer,35,300
Inverter,2,10.0
Multi-Input combinational cell,39,422
Tap cell,46,57.6
[power by group through the flow]
stage	combinational [µW]	clock (µW)	sequential, µW
CTS	182	0	0
global route	214	0	0
finish	194	0	0
[cells by family (layout without fill, tap and decap cells)]
kind of cell / Yosys count / count (layout) / synth area share [%]
buffers and inverters: 6 / 37 / 9.59
multiplexers: 2 / 2 / 6.27
XOR/XNOR: 1 / 1 / 2.58
AND/OR/NAND/NOR: 14 / 14 / 24.7
adder cells (fa/ha/maj): 7 / 7 / 25.8
AND-OR/OR-AND: 15 / 15 / 31.0
[metrics by stage]
stage | power, µW | TNS [ns] | util [%] | area, µm²
after floorplan | 59.8 | 0 | - | 339
after global placement | 139 | -6.25 | 17.2 | 587
after detailed placement | 140 | -6.23 | 17.2 | 587
after CTS | 182 | -0.678 | 21.8 | 746
after global routing | 214 | -0.882 | 23.1 | 790
final | 194 | -0.638 | 23.1 | 790
[path summary, 6_finish.rpt]
path | end | cells after the start
worst max-delay path | data[1] | 7
worst min-delay path | data[7] | 3
[repair_timing]
item | 4_1_cts | 5_1_grt
setup buffers | 10 | 1
pin swaps | 12 | 4
resized | 71 | 11
setup endpoints to repair | 8 | 6
[per-layer routing]
metal | global-route usage (%) | part of all wire (%) | wire [µm]
met1 | 5.21 | 46 | 587
met2 | 7.14 | 50 | 640
met3 | 0.568 | 3.8 | 48
met4 | 0 | 0 | 0
met5 | 0 | 0 | 0
Power is estimated from default activity; no workload was simulated.
